## flow/design.v

```verilog
module adder_1(a, b, c_in, sum, c_out);
input wire a, b, c_in;
output logic sum, c_out;
always_comb begin : adder_gates
  sum = a ^ b ^ c_in;
  c_out = (a & b) | (a & c_in) | (b & c_in);
end
endmodule
`default_nettype none
module adder_n(a, b, c_in, sum, c_out);
parameter N = 32;  
input wire [N-1:0] a, b;
input wire c_in;
output logic [N-1:0] sum;
output logic c_out;
logic [N:0] carry;
always_comb begin
    carry[0] = c_in;
    c_out = carry[N];
end
genvar i;
generate
    for (i = 0; i < N; i = i + 1) begin: ripple_carry
        adder_1 ADDER (
            .a(a[i]), 
            .b(b[i]), 
            .c_in(carry[i]), 
            .sum(sum[i]), 
            .c_out(carry[i+1])
        );
    end
endgenerate
endmodule
`default_nettype none
module comparator_lt(a, b, out);
parameter N = 32;
input wire signed [N-1:0] a, b;
output logic out;
logic [N-1:0] result;
logic c_out;
adder_n #(.N(N)) subtractor (.a(a), .b(~b), .c_in(1'b1), .sum(result), .c_out(c_out));
always_comb out = result[N-1] | (a[N-1] & ~b[N-1] & c_out) | (~a[N-1] & b[N-1] & result[N-1]);
endmodule
`default_nettype none
module pwm(clk, rst, ena, duty, out);
parameter N = 8;
input wire clk, rst;
input wire ena;  
input wire [N-1:0] duty;  
output logic out;
logic [N-1:0] counter, counter_out;
logic lt_duty;
adder_n #(.N(N)) increment_count (
    .a(counter), 
    .b(1), 
    .c_in(1'b0), 
    .sum(counter_out)
);
register #(.N(N)) counter_reg (
    .clk(clk),           
    .ena(ena),           
    .rst(rst),           
    .d(counter_out),         
    .q(counter)
);
comparator_lt #(.N(N+1)) lt_output (
    .a(counter), 
    .b(duty), 
    .out(lt_duty)
);
assign out = ena & lt_duty;
endmodule
`timescale 1ns/1ps
`default_nettype none
module register(clk, ena, rst, d, q);
parameter N = 1;
input wire clk, ena, rst;
input wire [N-1:0] d;
output logic [N-1:0] q;
always_ff @(posedge clk) begin : register
    if(rst) q <= 0;
    else if (ena) q <= d;
end
endmodule
```

## flow/run.sh

```bash
#!/bin/bash
# OpenROAD 26Q1-2900-gdf79404cd8, Yosys 0.63+post, stock flow scripts
make -C /OpenROAD-flow-scripts/flow DESIGN_CONFIG=/design/flow/config.mk WORK_HOME=/design/flow/orfs finish
```

## flow/config.mk

```make
export PLATFORM = sky130hd
export DESIGN_NAME = pwm
export DESIGN_NICKNAME = pwm
export VERILOG_FILES = /design/flow/design.v
export SDC_FILE = /design/flow/constraint.sdc
export NUM_CORES = 4
export LEC_CHECK = 1
export CORE_AREA = 10 10 70 70
export DIE_AREA = 0 0 80 80
```

## flow/constraint.sdc

```tcl
current_design pwm

set clk_period 2.7
set clk_io_pct 0.2

create_clock -name clk0 -period $clk_period [get_ports {clk}]

set non_clock_inputs [all_inputs -no_clocks]
set_input_delay [expr $clk_period * $clk_io_pct] -clock clk0 $non_clock_inputs
set_output_delay [expr $clk_period * $clk_io_pct] -clock clk0 [all_outputs]
```

==> flow_summary.json <==
{
  "detailedRoute.firstPassIterationCount": 2,
  "class_of_the_worst_hold_path": "reg -> reg",
  "detail_route.wl_per_cell_um": 8.49,
  "final_core_util_pct": 19.9,
  "crit_fanout": 1,
  "rsz0062_at_grt": "false",
  "busiest_layer": "met1",
  "post-place-cells": 110,
  "synth-seq-area-share_pct": 32.6,
  "openroad.warnings": 25,
  "netSwitchingPower_uw": 53.7,
  "timing.critical_path.slowest_cell_delay_ns": 0.45,
  "edf_count": 0,
  "clock_skew_ns": 0.000967,
  "worstHoldEndpoint": "counter_reg.q[2]$_SDFFE_PP0P_",
  "largest_net_degree_at_the_start_of_global_routing": 9,
  "postLayoutSetupSlackWorst_ns": 0.113,
  "place.gp.congestion": 0.722,
  "largest_area_cell": "dfxtp_1",
  "holdWs_ns": 0.529,
  "tritoncts_clock_tree": "built",
  "ys_dominant_reg_cell": "dfxtp_1",
  "reg2reg_end": "counter_reg.q[7]$_SDFFE_PP0P_",
  "power.share.combinational_pct": 16.5,
  "post_synth_most_frequent_cells": "nor2_1, dfxtp_1, ha_1, inv_1, mux2i_1",
  "floorplan.die_area_um2": 6400,
  "finalCriticalPeriod_ns": 2.59,
  "clock-sinks": 8,
  "first_iter_violations": 8,
  "swShare_pct": 21.3,
  "maxClockFrequency_ghz": 0.387,
  "number_of_levels_the_h_tree_was_split_into": 1,
  "reg_top3": "counter_reg.q: 8 flops",
  "floorplan.rows": 21,
  "path_cells": "clkdlybuf4s50_1 > nand2b_1 > maj3_2 > nor3_2 > nor2_1 > o311ai_1 > dlygate4sd2_1",
  "irDropWorstVdd_v": 0.0000780,
  "placed_cell_area_um2": 658,
  "maxSlewViolCount": 0,
  "max_cap_violations": 0,
  "grt_util_met1_pct": 4.35,
  "largest_register_ffs": 8,
  "internal_power_uw": 198,
  "fraction_of_registers_with_async_set_or_reset_after_synthesis_pct": 0,
  "critical_path_required_ns": 2.16,
  "critical_path_class": "in -> out",
  "post_route_cells_drive_above_1_share_pct": 10.4,
  "num_vias": 396,
  "cts_hold_buf": 0,
  "timing.slew.headroom_pct": 80.1,
  "post_drt_via_cell_ratio": 3.50,
  "hpwlAfterDp_um": 813,
  "preCtsSetupSlack_ns": -0.250,
  "synth.distinct_cells": 20,
  "power_per_cell_area_nw_per_um2": 370,
  "synth_warnings": 8,
  "cts_made_buffers": 3,
  "grt_usage_pct": 3.20,
  "total_power_uw": 252,
  "min_period_over_period_pct": 95.8,
  "drt-total-wl_um": 959,
  "diodes": 0,
  "sort_of_element_at_the_start_of_the_critical_path": "primary input",
  "power.share.clock_pct": 34.1,
  "post-route-drc-count": 0,
  "min_delay_path_depth": 2,
  "crit_slowest_cell": "clkdlybuf4s50_1",
  "grt_antenna_before_repair": 0,
  "critical_path.reg2reg.startpoint": "counter_reg.q[1]$_SDFFE_PP0P_",
  "run_status": "completed",
  "synthesis.instances": 54,
  "cts-root-to-sink-buffers": 2,
  "worstSetupEndpointType": "output pin",
  "drtAntennaViolNets": 0,
  "global_route.overflow_total": 0,
  "areaGrowthSynthToFinish_pct": 38.2,
  "io_pins": 12,
  "stdcell_area_um2": 679,
  "die.size.x_um": 80,
  "finalSetupViolations": 0,
  "worst_ep_arrival_time_ns": 2.05,
  "post-synth-top-count-cell": "nor2_1",
  "synth-area-yosys_um2": 492,
  "worst-slew-pin-transition_ns": 0.298,
  "groute.layer.met2.usage_pct": 4.09,
  "yosys-stat-cells": 54,
  "floorplan.die.height_um": 80,
  "avgSynthCellArea_um2": 9.11,
  "fp_util_pct": 14.4,
  "largest_register": "counter_reg.q",
  "seq_power_share_pct": 49.4,
  "hold_start": "counter_reg.q[2]$_SDFFE_PP0P_",
  "layoutNonFillerInstCount": 113,
  "yosys_register_bits": 8,
  "totalNegativeSetupSlack_ns": 0,
  "p_leak_nw": 0.289,
  "cts.root.buffer_cell": "clkbuf_4",
  "io_buffers": 11,
  "netlist_top_cells_area": "dfxtp_1, ha_1, mux2i_1",
  "rr_worst_depth": 9,
  "reg2reg_setup_slack_ns": 0.88,
  "first_global_vias": 402,
  "fp.coreArea_um2": 3420,
  "worst_skew_pair.late_latency_ns": 0.24,
  "fraction_of_synthesized_cell_area_taken_by_the_top_area_cell_type_pct": 32.6,
  "synth_area_um2": 492,
  "global_route.usage.met3_pct": 2.05,
  "final_hold_viols": 0,
  "grt_pass1_wl_mm": 1.73,
  "clkSlewWorstSetupHoldPaths_ns": 0.05
}
how the worst max path moves through the flow:
stage     cells after the start   to  slack, ns     from
4_1_cts                       7  out       0.09  duty[0]
5_1_grt                       7  out      0.003  duty[0]
6_report                      7  out       0.11  duty[0]
metal layers:
layer,vias to the layer above,wire [um]
met1,171,479
met2,10,353
met3,2,120
met5,-,0
li1,213,-
met4,0,6
cells in the final DEF, fill, tap and decap left out:
cell              n
dlygate4sd2_1     1
ha_1              6
nand3b_1          1
nand2b_1          2
xor2_1            1
o22ai_4           1
clkdlybuf4s50_1  10
nor3_2            1
mux2i_1           6
o311ai_1          1
maj3_2            1
nand2_1           2
dfxtp_1           8
nand4_1           1
o21ai_0           1
nor2_1           10
o22ai_1           1
xnor2_1           1
a22oi_1           2
clkbuf_4          3
buf_4             1
inv_1             6
final cells by class:
class | count | area (um2)
Multi-Input combinational cell | 38 | 300
Timing Repair Buffer | 12 | 116
Tap cell | 46 | 57.6
Inverter | 6 | 22.5
Clock buffer | 3 | 22.5
Sequential cell | 8 | 160
Fill cell | 383 | 2740
critical path: cells and delay by family:
kind                     cells  cell delay (ns)
AND-OR/OR-AND                1             0.27
adder cells (fa/ha/maj)      1             0.31
buffers and inverters        2             0.69
AND/OR/NAND/NOR              3             0.24
power by group through the flow:
stage	Combinational (mW)	Sequential [mW]	Clock [mW]
global route	0.0464	0.125	0.0996
finish	0.0414	0.124	0.0859
CTS	0.0423	0.124	0.0912
cells by family (layout without fill, tap and decap cells):
group           count (synthesis)  in the layout  synth area share [%]
buf+inv                         8             21                  6.36
flops                           8              8                  32.6
simple gates                   17             17                  16.5
fa+ha+maj                       7              7                  17.6
mux                             6              6                  12.2
xor+xnor                        2              2                  3.56
compound gates                  6              6                  11.2
repair_timing:
action | in CTS | in global routing
gates resized | 1 | 0
pin swaps | 1 | 2
setup endpoints to repair | 1 | 1
setup buffers | 0 | 0
Power figures rest on the tool's default switching activity, not on a simulated workload.
