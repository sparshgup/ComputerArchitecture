`design/flow/config.mk`:
```
export PLATFORM = sky130hd
export DESIGN_NAME = pulse_generator
export DESIGN_NICKNAME = pulse_generator
export VERILOG_FILES = /design/flow/design.v
export SDC_FILE = /design/flow/constraint.sdc
export NUM_CORES = 4
export LEC_CHECK = 1
export CORE_AREA = 10 10 70 70
export DIE_AREA = 0 0 80 80
```
`design/flow/design.v`:
```
module adder_1(a, b, c_in, sum, c_out);
input wire a, b, c_in;
output logic sum, c_out;
always_comb begin : adder_gates
  sum = a ^ b ^ c_in;
  c_out = (a & b) | (a & c_in) | (b & c_in);
end
endmodule
`default_nettype none
module adder_n(a, b, c_in, sum, c_out);
parameter N = 32;  
input wire [N-1:0] a, b;
input wire c_in;
output logic [N-1:0] sum;
output logic c_out;
logic [N:0] carry;
always_comb begin
    carry[0] = c_in;
    c_out = carry[N];
end
genvar i;
generate
    for (i = 0; i < N; i = i + 1) begin: ripple_carry
        adder_1 ADDER (
            .a(a[i]), 
            .b(b[i]), 
            .c_in(carry[i]), 
            .sum(sum[i]), 
            .c_out(carry[i+1])
        );
    end
endgenerate
endmodule
`default_nettype none
module comparator_eq(a, b, out);
parameter N = 32;
input wire signed [N-1:0] a, b;
output logic out;
logic [N-1:0] result;
always_comb begin
    result = ~ (a ^ b);
    out = (&result);
end
endmodule
`default_nettype none
module pulse_generator(clk, rst, ena, ticks, out);
parameter N = 8;
input wire clk, rst, ena;
input wire [N-1:0] ticks;
output logic out;
logic [N-1:0] counter, counter_out;
logic c_eq;
adder_n #(.N(N)) increment_count (
    .a(counter),
    .b(1),
    .c_in(1'b0),
    .sum(counter_out)
);
comparator_eq #(.N(N)) eq (
    .a(ticks),
    .b(counter_out),
    .out(c_eq)
);
logic local_rst;
always_comb local_rst = rst | c_eq;
register #(.N(N)) counter_reg (
    .clk(clk),
    .ena(ena),
    .rst(local_rst),
    .d(counter_out),
    .q(counter)
);
always_comb out = c_eq & ena;
endmodule
`timescale 1ns/1ps
`default_nettype none
module register(clk, ena, rst, d, q);
parameter N = 1;
input wire clk, ena, rst;
input wire [N-1:0] d;
output logic [N-1:0] q;
always_ff @(posedge clk) begin : register
    if(rst) q <= 0;
    else if (ena) q <= d;
end
endmodule
```
`design/flow/constraint.sdc`:
```
current_design pulse_generator

set clk_period 3.0
set clk_io_pct 0.2

create_clock -name clk0 -period $clk_period [get_ports {clk}]

set non_clock_inputs [all_inputs -no_clocks]
set_input_delay [expr $clk_period * $clk_io_pct] -clock clk0 $non_clock_inputs
set_output_delay [expr $clk_period * $clk_io_pct] -clock clk0 [all_outputs]
```
`design/flow/run.sh`:
```
#!/bin/bash
# OpenROAD 26Q1-2900-gdf79404cd8, Yosys 0.63+post, stock flow scripts
make -C /OpenROAD-flow-scripts/flow DESIGN_CONFIG=/design/flow/config.mk WORK_HOME=/design/flow/orfs finish
```
==> impl_metrics.ini <==
; implementation run metrics
[yosys]
syn_inst = 44
top_logic_kind = XOR/XNOR gates
adder_share_pct = 14.7
mux_share_pct = 11.8
synth_chip_area_um2 = 510
synth.avg_cell_area_um2 = 11.6
yosys.area_share.xor_xnor_pct = 20.3
compound_area_share_pct = 11.8
ys_ff = 8
synth_cell_types = 13
yosysSeqAreaShare_pct = 31.4
ys_warn_count = 6
synthSimpleGateAreaFrac_pct = 8.58
synth_area_um2 = 510
yosys-stat-cells = 44

[flow_run]
maxCapViolCount = 0
warnings = 25

[sta]
fin_crit_ps = 2880
finalHoldViolCount = 0
worst_pin_slew_ps = 328
setup_violations = 0
finalCritPeriodShare_pct = 96.1
fin_ws_ps = 118
slew_viol_final = 0
max_freq_mhz = 347
max_slew_margin_pct = 78.1
skew_ps = 8.09
grt_setup_unrepaired = false

[grt]
grt_pass1_vias = 443
grt.total_usage_pct = 4.30
grt_pass1_wl_um = 2170
antenna_found_initial = 0
grt_max_degree = 9
grt_overflow_total = 0

[critical_path]
cp-end-kind = output port
critPathMaxStageDelay_ps = 340
arrival_ps = 2280
rr_startpoint = counter_reg.q[0]
cp.required_ps = 2400
critical_path_buf_inv_count = 1
rr_endpoint = counter_reg.q[1]
crit_type = flop to output port
cp.depth = 10
cpLargestDelayFamily = adder cells
r2r_setup_slack_ps = 780
critPathMaxFanout = 2
cpMostUsedCell = ha_4
start_kind = flop
rr_worst_depth = 11
slowest_stage = dfxtp_2
worstPathCellList = ha_4 > ha_4 > ha_4 > ha_4 > ha_4 > ha_4 > xor2_1 > nor4_2 > and3_4 > clkbuf_2

[die]
die_w_um = 80
fp_util_pct = 14.9
rows = 21
coreArea_mm2 = 0.00342
io_pins = 12
dieArea_mm2 = 0.00640
die.size.y_um = 80

[power_and_ir_drop]
power_mw = 0.252
switching_power_mw = 0.0637
leakagePower_nw = 0.302
p_int_mw = 0.188
ir_drop_mv = 0.163
power_density_mw_per_mm2 = 312
power.share.sequential_pct = 45.0
netSwitchingFraction_pct = 25.3
power.share.clock_pct = 32.7
combPwrFrac_pct = 22.3

[clocking]
worstSkewPairLatency_ps = 260
cts_tree = built
cts_buffers = 3
clk_path_buf_depth = 2
clockRootBuffer = clkbuf_4
clk_pin_slew_ps = 60
hold_buffers = 0
cts-htree-levels = 1
clkSinkCount = 8

[status]
status = finished clean

[hold_path]
hp-class = flop to flop
min_to = counter_reg.q[6]
min_from = counter_reg.q[6]
hold-path-cell-count = 2

[drt]
wl_per_cell_um = 12.0
drtIter0Drc = 6
via_count = 402
viasPerCell = 3.76
drc = 0
routed_wl_um = 1290
detail-route-antenna-nets = 0
first_pass_iters = 4
diodes = 0

[layout]
finalNonFillerCells = 107
final_core_util_pct = 23.7
design_area_um2 = 808
largest_reg_flops = 8
syn2layout_area_growth_pct = 58.3
largestRegisters = counter_reg.q (8)
drive_gt1_share_pct = 34.4
final_cell_mix = 10 x clkdlybuf4s50_1, 8 x a211oi_1, 7 x xor2_1
max_flop_register = counter_reg.q
final_common_cell = clkdlybuf4s50_1

[place]
placed_cell_area_um2 = 701
dp_hpwl_um = 951
dp_slack_ps = -420
place.gp.congestion = 0.756
port_buffers = 11
placed_cells = 103
power by group through the flow:
stage	Combinational [mW]	Clock, mW	Sequential (mW)
CTS	0.0570	0.0852	0.113
global route	0.0614	0.0923	0.114
finish	0.0563	0.0824	0.113
routing by layer:
metal | part of all wire (%) | track usage (%) | up-vias
met4 | 0.62 | 0.176 | 0
met2 | 53 | 7.30 | 7
li1 | - | - | 199
met1 | 39 | 4.83 | 194
met3 | 7.1 | 2.39 | 2
met5 | 0 | 0 | -
through the flow:
step	setup TNS [ps]	hold WS (ps)
finish	0	573
global route	0	595
CTS	0	575
detailed placement	-420	538
global placement	-413	526
floorplan	0	514
cells in the mapped netlist:
library cell  count  area [um^2]
a211oi_1          8         60.1
and3_1            1         6.26
buf_1             1         3.75
clkbuf_1          1         3.75
dfxtp_1           8          160
ha_1              6         75.1
mux2i_1           6         60.1
nand2_1           1         3.75
nor4_2            1         12.5
nor4_4            1         21.3
xnor2_1           2         17.5
xor2_1            7         61.3
xor3_2            1         25.0
tightest hold or removal path, stage by stage, from the launching register on:
cell and delay (ps):
dfxtp_1 330, mux2i_1 130, a211oi_1 60
what timing repair did:
item                       CTS  global route
resized                     16             1
setup buffers                1             0
setup endpoints to repair    1             1
cloned                       0             0
pin swaps                    4             0
worst max path at each step:
| stage | startpoint | end | slack, ps |
|---|---|---|---|
| CTS | counter_reg.q[1] | out | 30 |
| global route | counter_reg.q[0] | out | 6 |
| finish | counter_reg.q[0] | out | 120 |
cell type report:
type / count / area [um^2]
clock buffers: 3 / 22.5
fillers: 378 / 2610
multi-input cells: 34 / 423
flip-flops and latches: 8 / 163
well taps: 46 / 57.6
repair buffers: 16 / 143
cells by family after synthesis:
kind of cell / count (synthesis)
XOR/XNOR: 10
AND-OR/OR-AND: 8
flip-flops: 8
multiplexers: 6
adder cells (fa/ha/maj): 6
AND/OR/NAND/NOR: 4
buffers and inverters: 2
Power figures rest on the tool's default switching activity, not on a simulated workload.
